File: ./design.v
module Fourbitcounter(
	input clk,
	output Tc
);
	reg [3:0]counter;
	reg counter_finished;
	always@(posedge(clk))
		begin
			case (counter)
				4'b0000:
					begin
						counter_finished <= 0;
						counter = counter + 1'b1;
					end
				4'b0001: counter = counter + 1'b1;
				4'b0010: counter = counter + 1'b1;
				4'b0011: counter = counter + 1'b1;
				4'b0100: counter = counter + 1'b1;
				4'b0101: counter = counter + 1'b1;
				4'b0110: counter = counter + 1'b1;
				4'b0111: counter = counter + 1'b1;
				4'b1000: counter = counter + 1'b1;
				4'b1001: counter = counter + 1'b1;
				4'b1010: counter = counter + 1'b1;
				4'b1011: counter = counter + 1'b1;
				4'b1100: counter = counter + 1'b1;
				4'b1101: counter = counter + 1'b1;
				4'b1110: counter = counter + 1'b1;
				4'b1111: 
					begin
						counter = 4'b0000;
						counter_finished <= 1;
					end
			endcase
		end
	assign Tc = counter_finished;
endmodule
File: ./config.mk
export PLATFORM = sky130hd
export DESIGN_NAME = Fourbitcounter
export DESIGN_NICKNAME = Fourbitcounter
export VERILOG_FILES = /design/flow/design.v
export SDC_FILE = /design/flow/constraint.sdc
export NUM_CORES = 4
export LEC_CHECK = 1
export CORE_AREA = 10 10 70 70
export DIE_AREA = 0 0 80 80
File: ./run.sh
#!/bin/bash
# OpenROAD 26Q1-2900-gdf79404cd8, Yosys 0.63+post, stock flow scripts
make -C /OpenROAD-flow-scripts/flow DESIGN_CONFIG=/design/flow/config.mk WORK_HOME=/design/flow/orfs finish
File: ./constraint.sdc
current_design Fourbitcounter

set clk_period 1.5
set clk_io_pct 0.2

create_clock -name clk0 -period $clk_period [get_ports {clk}]

set non_clock_inputs [all_inputs -no_clocks]
set_input_delay [expr $clk_period * $clk_io_pct] -clock clk0 $non_clock_inputs
set_output_delay [expr $clk_period * $clk_io_pct] -clock clk0 [all_outputs]
==> results.toml <==
# flow metrics
[synth]
yosys-stat-cells = 18
syn_inst = 18
yosys_area_um2 = 204
yosys_warnings = 1
netlist_area_um2 = 204
synthDistinctLibCells = 10
postSynthAreaPerCell_um2 = 11.3
ys_seq_share_pct = 54.0
ys_ff = 5

[grt]
grt_pass1_vias = 145
grtUsageTotal_pct = 1.09
grt_first_pass_wirelength_um = 593
grt-ovfl-total = 0
antenna_found_initial = 0
grt_start_max_net_pins = 6

[worst_setup_path]
endpoint_kind = "output port"
arrival_ns = 1.02
reg2reg_from = "counter[0]"
reg2reg_setup_slack_ns = 0.29
regToRegEndpoint = "counter_finished"
crit_path_start_kind = "flop"
crit_type = "reg -> out"
r2r_cells = 3
crit_path_max_incr_delay_ns = 0.46
cp_slowest_cell = "clkdlybuf4s50_1"
critPathBufInv = 1
crit_fanout = 1
path_cells = "clkdlybuf4s50_1"
cp.required_ns = 1.20
crit_family = "buffers and inverters"

[floorplan]
die_h_um = 80
fp.dieW_um = 80
io_pins = 2
die_area_um2 = 6400
placeableCoreArea_um2 = 3420
core.rowCount = 21
fp_util_pct = 5.97

[final_layout]
comb_area_um2 = 86.3
seq_area_um2 = 110
syn2layout_area_growth_pct = 46.0
final_core_util_pct = 8.72
n_fill_cell = 402
drive_above_1_share_pct = 17.4

[hold_path]
worstHoldPathCells = 1
hold-path-endpoint = "counter[0]"
holdCritPathClass = "reg -> reg"
min_from = "counter[0]"

[status]
status = "finished, final reports clean"

[placement]
dp_hpwl_um = 229
gp_congestion = 0.632
port_buffers = 1

[clocking]
cts_inserted_buffers = 3
post_cts_resized = 0
hold_buffers = 0
cts.sinks = 5
root_buffer = "clkbuf_4"
max-clock-path-buffers = 2
insertion_delay_ns = 0.24
cts_tree = "built"
clk_pin_slew_worst_paths_ns = 0.04
cts_htree_levels = 1
post_cts_buffers = 0

[detailed_routing]
routed_via_density = 1.97
remaining_drc_errors = 0
avgRoutedWirePerCell_um = 4.45
routed-via-count = 136
first_pass_iters = 4
drt_iter0_drc = 26
ant_nets = 0
wl_um = 307
n_antenna_cell = 0

[sta]
period_used_pct = 88.3
fin_worst_skew_ns = 0.000471
worst_slew_pin_slew_ns = 0.162
setup_violations = 0
finalCriticalPeriod_ns = 1.32
finalMaxSlewViolations = 0
fin_tns_setup_ns = 0
slew_headroom_pct = 89.2
fmax_ghz = 0.755
rsz0062_at_grt = "false"
hold_viol_final = 0

[power_and_ir_drop]
power.density_nw_per_um2 = 986
p_leak_nw = 0.127
ir_drop_mv = 0.108

[job]
max_cap_viol_count = 0
warnings = 26
==> synth_stat cells (all sizes together) <==
cell type  number  area share [%]
xor2            1             4.3
a21o            2             7.4
nor2            2             3.7
ha              2              12
and3            1             5.5
edfxtp          1              15
dfxtp           4              39
a31oi           2             6.1
nor2b           1             3.1
inv             2             3.7
==> logic make-up (layout without fill, tap and decap cells) <==
kind of cell             Yosys count  after routing  share of synthesized area, %
flip-flops                         5              5                          54.0
AND-OR/OR-AND                      4              4                          13.5
AND/OR/NAND/NOR                    4              4                          12.3
adder cells (fa/ha/maj)            2              2                          12.3
buffers and inverters              2              7                          3.68
XOR/XNOR                           1              1                          4.30
==> report_power, final <==
group          leakage (nW)  internal (mW)  switching (mW)
sequential           0.0438          0.137               0
clock                0.0150          0.101          0.0560
combinational        0.0681              0               0
==> cell type report <==
class / count / area share, %
sequential: 5 / 37.0
multi-input combinational: 11 / 29.0
tap: 46 / 19.3
clock buffer: 4 / 8.82
timing repair buffer: 1 / 3.36
inverter: 2 / 2.52
==> registers in the layout, indices dropped and copies added (netlist names) <==
signal,flops
counter,4
counter_finished,1
==> worst max-delay path by stage <==
stage / depth (start not counted) / from / to / slack [ns]
after global routing: 1 / counter_finished / Tc / 0.13
final: 1 / counter_finished / Tc / 0.18
after CTS: 1 / counter_finished / Tc / 0.15
==> stage by stage <==
| step | hold WS (ns) | cell area (µm²) | total power [mW] | cells | setup slack (ns) |
|---|---|---|---|---|---|
| after floorplan | 0.441 | 204 | 0.139 | 18 | 0.366 |
| after global placement | 0.457 | 272 | 0.139 | 65 | 0.326 |
| after detailed placement | 0.474 | 272 | 0.139 | 65 | 0.296 |
| after CTS | 0.484 | 298 | 0.301 | 69 | 0.150 |
| after global routing | 0.517 | 298 | 0.316 | 69 | 0.126 |
| final | 0.478 | 298 | 0.294 | 69 | 0.176 |
==> cells in the final DEF, fill, tap and decap left out <==
| master | instances |
|---|---|
| a21o_1 | 2 |
| a31oi_1 | 2 |
| and3_4 | 1 |
| clkbuf_1 | 1 |
| clkbuf_4 | 3 |
| clkdlybuf4s50_1 | 1 |
| dfxtp_1 | 4 |
| edfxtp_1 | 1 |
| ha_1 | 2 |
| inv_1 | 2 |
| nor2_1 | 2 |
| nor2b_1 | 1 |
| xor2_1 | 1 |
==> metal layers <==
metal	track usage, %	vias to the layer above	part of all wire (%)
met5	0	-	0
met2	1.44	5	43
li1	-	72	-
met4	0.704	0	0
met1	1.27	59	49
met3	0.682	0	7.2
Power and IR drop assume default switching activity.
