[design/flow/run.sh]
#!/bin/bash
# OpenROAD 26Q1-2900-gdf79404cd8, Yosys 0.63+post, stock flow scripts
make -C /OpenROAD-flow-scripts/flow DESIGN_CONFIG=/design/flow/config.mk WORK_HOME=/design/flow/orfs finish
[design/flow/config.mk]
export PLATFORM = sky130hd
export DESIGN_NAME = Variablebitcounter
export DESIGN_NICKNAME = Variablebitcounter
export VERILOG_FILES = /design/flow/design.v
export SDC_FILE = /design/flow/constraint.sdc
export NUM_CORES = 4
export LEC_CHECK = 1
export CORE_AREA = 10 10 70 70
export DIE_AREA = 0 0 80 80
[design/flow/constraint.sdc]
current_design Variablebitcounter

set clk_period 2.6
set clk_io_pct 0.2

create_clock -name clk0 -period $clk_period [get_ports {clock50}]

set non_clock_inputs [all_inputs -no_clocks]
set_input_delay [expr $clk_period * $clk_io_pct] -clock clk0 $non_clock_inputs
set_output_delay [expr $clk_period * $clk_io_pct] -clock clk0 [all_outputs]
[design/flow/design.v]
module Variablebitcounter(clock50, Mr, En, load_en, load_value, Qout, Tc);
	parameter width = 10;
	input clock50;
	input Mr;					 
	input En;
	input load_en;
	input [width-1:0]load_value;
	output [width-1:0]Qout;
	output Tc;
	reg [width-1:0]counter;
	reg counter_finished;
	reg [width-1:0]current_count;
	always@(posedge(clock50))
		begin
			if (Mr) counter = 0;
			else if (load_en) counter[width-1:0] = load_value[width-1:0];
			else if (En)
				begin
					if (counter == ((2**width)-1)) 
						begin
							counter = 0;
							counter_finished = 1;
						end
					else if (counter == 0)
						begin
							counter_finished = 0;
							counter = counter + 1;
						end
					else counter = counter + 1'b1;
				end
		end
	assign Tc = counter_finished;
endmodule
==> deck_impl_summary.md <==
Flow Results at a Glance

Clock network
  – Clock root cell: clkbuf_4
  – TritonCTS clock tree: yes
  – CTS Sinks: 11
  – Clock Latency Late Sink: 0.26 ns
  – CTS clk-pin slew, worst paths: 0.07 ns
  – Bufs on Longest Clock Path: 2
  – Hold_buf cts: 0
  – CTS buffer count: 3
  – H-tree Lvls: 1
  – # Post-CTS Setup Buffers: 0
  – Post-CTS Resized: 0

Critical path
  – Worst setup SP type: input port
  – Origin of the critical flop-to-flop path: counter[0]
  – Worst R2R Setup Slack: 0.97 ns
  – CP Launch Point: En
  – Crit path required time: 2.79 ns
  – Dominant delay contributor by cell family on the critical path: simple AND/OR/NAND/NOR gates
  – CP bufs+invs: 1
  – Depth of the most critical reg-to-reg path: 5
  – Crit-path max FO: 2
  – Crit end category: flip-flop
  – Crit path largest cell delay: 0.47 ns
  – Critical Path Sink: counter[9]
  – Critical path class: input port to flip-flop
  – CP max stage cell: clkdlybuf4s50_1
  – Worst path cell trace: clkdlybuf4s50_1, or2b_2, or4_1, a31oi_1
  – FF-to-FF End: counter[3]
  – Stages on the worst setup path: 4
  – WP data arrival: 1.94 ns

Min path
  – Worst hold path type: flip-flop to flip-flop
  – Hold Path Depth: 1

Placement
  – DP HPWL: 1370 um
  – Port bufs: 14
  – GPL Wtd Cong: 0.796
  – Placed Area: 930 um^2

Global routing
  – Largest net degree at the start of global routing: 21
  – Vias in the first global route: 660
  – Met3 Resource Use GR: 0.0170
  – Tot GR Track Use: 0.0516
  – Grt total ovfl: 0
  – Met1 GRT Util: 0.0604
  – Busiest grt layer: met2
  – Met2 GRT Util: 0.0899
  – First-pass GRT wire length: 2770 um
  – Initial antenna violation count: 0

Timing
  – Skew final: 0.000382 ns
  – Crit share post-route: 0.674
  – # setup viols final: 0
  – Final hold violations: 0
  – RSZ-0062 raised after global routing: false
  – Slew Viols, Final: 0
  – TNS Setup: 0 ns
  – Fmax: 570 MHz
  – Min cycle time layout: 1.75 ns

Floorplan
  – Total die size: 6400 um^2
  – Die width: 80 um
  – IO Count: 25
  – Core region area: 3420 um^2
  – Initial core utilization: 0.229
  – Die height: 80 um
  – Cell row count: 21

Drt
  – Per-cell routed wire length: 11.5 um
  – Pre-antenna DRT Iters: 4
  – DR iter-0 viols: 41
  – Via-to-Cell Ratio: 4.32
  – Post-route antenna net violation count: 0
  – Routed WL: 1810 um
  – Post-route DRC: 0
  – Routed vias: 678
  – Ant diodes: 0

Final layout
  – Gate Area: 457 um^2
  – Most frequent cells in the layout: 14 x clkdlybuf4s50_1, 10 x conb_1, 10 x dfxtp_1, 8 x inv_1, 8 x nand3_1
  – Post-route cell area: 956 um^2
  – Register area: 230 um^2
  – Layout cells sized above 1: 0.0721
  – Commonest Layout Cell: clkdlybuf4s50_1
  – Layout Area Growth over Synthesis: 22.0%
  – # fillers: 381

Power
  – Pwr per Cell Area: 401 nW/um^2
  – Peak VDD IR: 0.145 mV
  – Cell leakage power: 0.378 nW

Logic synthesis
  – Avg Inst Size Synth: 8.07 um^2
  – Cell Type Count: 36
  – Post-synth area from yosys stat: 783 um^2
  – Registers, synthesis: 11
  – Mapped Cells: 97
  – Syn Std Cell Area: 783 um^2
  – YS warnings: 11
  – Yosys cell count: 97
  – Synth Seq Share: 0.294

Flow run
  – Maximum capacitance violations: 0
  – Log Warnings: 26

Status
  – Outcome: complete, no violations
[cell families after synthesis]
family                   count (synthesis)  synth area share
other                                    1           0.00479
buffers and inverters                   23             0.166
multiplexers                             1            0.0128
XOR/XNOR                                 6            0.0671
flip-flops                              11             0.294
AND-OR/OR-AND                           19             0.166
adder cells (fa/ha/maj)                  2            0.0319
AND/OR/NAND/NOR                         34             0.257
[power by group]
part,switching [mW],internal (mW),total (mW)
Clock,0.0584,0.0593,0.118
Combinational,0.0295,0.0411,0.0706
Sequential,0.0142,0.181,0.195
Total,0.102,0.282,0.384
[final cells by class]
type | count | share of cell area
Timing Repair Buffer | 16 | 0.162
Tap cell | 46 | 0.0602
Multi-Input combinational cell | 72 | 0.478
Inverter | 8 | 0.0314
Clock buffer | 4 | 0.0275
Sequential cell | 11 | 0.241
[registers in the layout (all words and copies together) (netlist names)]
register and count:
counter 10, counter_finished 1
[metrics by stage]
step / utilization / total power, mW / instances / setup slack [ns] / hold WS (ns)
global route: 0.280 / 0.403 / 157 / 0.777 / 0.592
detailed placement: 0.272 / 0.270 / 153 / 0.578 / 0.547
finish: 0.280 / 0.384 / 157 / 0.847 / 0.566
global placement: 0.272 / 0.268 / 153 / 0.620 / 0.540
floorplan: - / 0.247 / 106 / 1.13 / 0.513
CTS: 0.280 / 0.388 / 157 / 0.856 / 0.564
[cells in the mapped netlist]
cell	number	share of area
buf_4	10	0.096
dfxtp_1	10	0.26
inv_1	8	0.038
nand3_1	8	0.051
a21oi_1	6	0.038
nor2_1	5	0.024
a221oi_1	4	0.045
xnor2_1	4	0.045
a31oi_1	3	0.024
nand2_1	3	0.014
nor3b_1	3	0.029
and3_1	2	0.016
clkbuf_1	2	0.0096
ha_1	2	0.032
nand2b_1	2	0.016
nand4b_1	2	0.022
nor3_1	2	0.013
o21a_1	2	0.019
xor2_1	2	0.022
a21o_1	1	0.0096
and2b_2	1	0.011
and4_1	1	0.011
and4_2	1	0.013
buf_1	1	0.0048
buf_2	1	0.0064
conb_1	1	0.0048
dlygate4sd1_1	1	0.011
edfxtp_1	1	0.038
mux2i_1	1	0.013
nand4_1	1	0.0080
nor4_1	1	0.0080
o21ai_0	1	0.0064
o311a_1	1	0.013
o32ai_1	1	0.011
or2b_2	1	0.011
or4_1	1	0.0096
[per-layer routing]
metal | up-vias | wire length, um
li1 | 355 | -
met1 | 306 | 830
met2 | 15 | 860
met3 | 2 | 114
met4 | 0 | 7
met5 | - | 0
[how the worst min path moves through the flow]
stage / from / endpoint / slack, ns
finish: counter[7] / counter[7] / 0.57
global route: counter[7] / counter[7] / 0.59
CTS: counter[7] / counter[7] / 0.56
Power and IR drop assume default switching activity.
